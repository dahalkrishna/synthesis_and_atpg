`design/flow/config.mk`:
```
export PLATFORM = sky130hd
export DESIGN_NAME = c17
export DESIGN_NICKNAME = c17
export VERILOG_FILES = /design/flow/design.v
export SDC_FILE = /design/flow/constraint.sdc
export NUM_CORES = 4
export LEC_CHECK = 1
export CORE_AREA = 10 10 70 70
export DIE_AREA = 0 0 80 80
```
`design/flow/constraint.sdc`:
```
current_design c17

set clk_period 1.4
set clk_io_pct 0.2

create_clock -name clk0 -period $clk_period [get_ports {clk}]

set non_clock_inputs [all_inputs -no_clocks]
set_input_delay [expr $clk_period * $clk_io_pct] -clock clk0 $non_clock_inputs
set_output_delay [expr $clk_period * $clk_io_pct] -clock clk0 [all_outputs]
```
`design/flow/design.v`:
```
module c17 (
    input clk,   
    input reset,   
    input N1, N2, N3, N6, N7,
    output reg N22, N23
);
    reg N1_reg, N2_reg, N3_reg, N6_reg, N7_reg;
    wire N10, N11, N16, N19, N22_wire, N23_wire;
    always @(posedge clk or posedge reset) begin
        if (reset) begin
            N1_reg <= 0;
            N2_reg <= 0;
            N3_reg <= 0;
            N6_reg <= 0;
            N7_reg <= 0;
        end else begin
            N1_reg <= N1;
            N2_reg <= N2;
            N3_reg <= N3;
            N6_reg <= N6;
            N7_reg <= N7;
        end
    end
    nand NAND2_1 (N10, N1_reg, N3_reg);
    nand NAND2_2 (N11, N3_reg, N6_reg);
    nand NAND2_3 (N16, N2_reg, N11);
    nand NAND2_4 (N19, N11, N7_reg);
    nand NAND2_5 (N22_wire, N10, N16);
    nand NAND2_6 (N23_wire, N16, N19);
    always @(posedge clk or posedge reset) begin
        if (reset) begin
            N22 <= 0;
            N23 <= 0;
        end else begin
            N22 <= N22_wire;
            N23 <= N23_wire;
        end
    end
endmodule
```
`design/flow/run.sh`:
```
#!/bin/bash
# OpenROAD 26Q1-2900-gdf79404cd8, Yosys 0.63+post, stock flow scripts
make -C /OpenROAD-flow-scripts/flow DESIGN_CONFIG=/design/flow/config.mk WORK_HOME=/design/flow/orfs finish
```
==> run summary <==
Status: complete, no violations
Crit end category: output port
Hold WS: 0.256 ns
FF-to-FF End: N22
Initial cell density of the core: 5.82%
Crit-path slowest cell: clkdlybuf4s50_1
Initial drt markers: 2
Root Buffer Master: clkbuf_4
R2R depth: 1
Worst-Margin Slew: 0.243 ns
Area contributors post-synth: dfrtp_1, a22o_1, o21a_1
Cells after Synth: 11
Post-Route WL: 438 um
Clock transition at path regs: 0.05 ns
Mapped cell area: 199 sq um
Register area: 175 sq um
Yosys cell count: 11
Largest area contributor in the netlist: dfrtp_1
Avg Inst Size Synth: 18.1 sq um
Worst Path Buf+Inv: 1
Number of fill cells: 398
Yosys top cell by instances: dfrtp_1
CP Launch Type: flip-flop
Setup TNS: 0 ns
Die W: 80 um
Gr ovfl total: 0
Ant. Diodes: 0
Power Total: 424 uW
Crit Path Category: reg2out
Die Area: 0.00640 sq mm
Synth warnings: 1
Largest net degree at the start of global routing: 8
Worst slew margin: 83.8%
Die Ht: 80 um
Tool warnings: 25
Fmax: 768 MHz
Fin crit share: 93.0%
Io pins: 9
Tmin final: 1.30 ns
Max cap viols: 0
CP top delay family: buffers and inverters
Number of setup buffers added after CTS: 0
P per Cell Area: 1170 mW/mm^2
Vias in the first global route: 151
# rows: 21
Total CTS buffers: 3
Worst reg2reg path startpoint: N1_reg
Peak VDD IR: 0.000265 V
CTS tree: yes
Fin. Hold Viols: 0
Most common reg cell: dfrtp_1
Drt first pass iters: 2
Worst-path cell chain: clkdlybuf4s50_1
DRC viols: 0
Yosys reg bits: 7
# setup viols final: 0
Antenna-violating nets left: 0
CP required: 1.12 ns
WP depth: 1
R2R Setup Slk: 0.70 ns
Final slew viol count: 0
CTS Buffer Depth: 2
Distinct lib cells: 5
Arrival @ worst endpoint: 1.02 ns
Core ar.: 0.00342 sq mm
Yosys top cell area share: 88.1%
Clock Skew: 0.00594 ns
CP max stage delay: 0.46 ns
PostCTS Resize Cnt: 0
PortBufs: 8
Area grow syn2layout: 82.4%
Number of enable flip-flop cells: 0
Post-synthesis sequential area ratio: 88.1%
Placer Congestion: 0.676
Worst-Skew Late Latency: 0.24 ns
Peak fanout along the critical path: 1
RSZ-0062 raised after global routing: false
CTS Hold Bufs: 0
Leakage power total: 0.000141 uW
GRT Total Usage: 1.60%
CTS H-tree depth: 1
Vias per cell: 1.74
Most frequent cells after synthesis: dfrtp_1, a22o_1, inv_1, nand2_1, o21a_1
Yosys chip area: 199 sq um
Share of post-route cells with drive strength above 1: 13.0%
Worst min path class: in2async
Vias: 120
First-pass GRT wire length: 724 um
Ys async rst share: 100%
Avg WL per Cell: 6.35 um
Initial antenna violation count: 0
Comb area: 20.0 sq um
CTS sink cnt: 7
kinds of logic after synthesis:
family                 after synthesis  synth area share, %
and+or+nand+nor                      1                 1.88
AOI/OAI and AO/OA                    2                 8.18
DFF                                  7                 88.1
buffers and inverters                1                 1.88
stage by stage:
stage / cells / instance area [sq um] / setup WS, ns / util (%)
6_report: 69 / 363 / 0.0984 / 10.6
5_1_grt: 69 / 363 / 0.0311 / 10.6
4_1_cts: 69 / 363 / 0.0836 / 10.6
3_5_place_dp: 65 / 337 / 0.358 / 9.85
3_3_place_gp: 65 / 337 / 0.362 / 9.85
2_1_floorplan: 11 / 199 / 0.723 / -
report_power, final:
| part | internal [uW] | total, uW | switching, uW |
|---|---|---|---|
| clock network | 108 | 172 | 64.3 |
| registers | 215 | 218 | 3.66 |
| logic | 25.1 | 33.3 | 8.18 |
layout make-up:
| cell class | count | share of cell area, % |
|---|---|---|
| Tap cell | 46 | 15.9 |
| Timing Repair Buffer | 8 | 22.1 |
| Multi-Input combinational cell | 3 | 5.52 |
| Inverter | 1 | 1.03 |
| Clock buffer | 4 | 7.24 |
| Sequential cell | 7 | 48.3 |
layout by cell type (no fill, tap or decap):
master / netlist / layout
clkdlybuf4s50_1: 0 / 8
clkbuf_1: 0 / 1
inv_1: 1 / 1
o21a_1: 1 / 1
a22o_1: 1 / 1
clkbuf_4: 0 / 3
dfrtp_1: 7 / 7
nand2_1: 1 / 1
worst max path at each step:
stage / slack [ns] / end / startpoint
global route: 0.03 / N23 / N23
finish: 0.1 / N23 / N23
CTS: 0.08 / N22 / N22
per-layer routing:
layer	vias up	global-route usage, %	wire [um]	part of all wire, %
li1	59	-	-	-
met1	50	1.41	156	36
met2	11	1.44	95	22
met3	0	3.41	186	42
met4	0	0	0	0
met5	-	0	0	0
Power is estimated from default activity; no workload was simulated.
